==> /design/flow/design.v <==
`timescale 1ns/100ps
module hc280_bdeduffy(data_in, even, odd);
   input  [8:0] data_in;
   output       even, odd;
   wire  out;
   assign out = data_in[0] + data_in[1] + data_in[2] + data_in[3] + data_in[4] + data_in[5] + data_in[6] + data_in[7] + data_in[8]; 
   assign even = ~out;
   assign odd = out;
   specify
   (data_in *> even) = (20);
   (data_in *> odd) = (23);
   endspecify
endmodule
module receive_bdeduffy(clk, data_in, data_valid, data_out);
   input        clk;
   input  [9:0] data_in;
   output       data_valid;
   output [9:0] data_out;
   wire out, even;
   register10bit_bdeduffy U4(clk, data_in, data_out);
   hc280_bdeduffy                U5(data_out[8:0], even, odd);
   assign data_valid = ~(odd ^ data_out[9]);
endmodule
module register10bit_bdeduffy(clk, d_in, q_out); 
   input        clk;
   input  [9:0] d_in; 
   output [9:0] q_out; 
   reg    [9:0] q_out;		 
   always @(posedge clk) begin  
      q_out <= d_in;
   end
endmodule
==> /design/flow/run.sh <==
#!/bin/bash
# OpenROAD 26Q1-2900-gdf79404cd8, Yosys 0.63+post, stock flow scripts
make -C /OpenROAD-flow-scripts/flow DESIGN_CONFIG=/design/flow/config.mk WORK_HOME=/design/flow/orfs finish
==> /design/flow/config.mk <==
export PLATFORM = sky130hd
export DESIGN_NAME = receive_bdeduffy
export DESIGN_NICKNAME = receive_bdeduffy
export VERILOG_FILES = /design/flow/design.v
export SDC_FILE = /design/flow/constraint.sdc
export NUM_CORES = 4
export LEC_CHECK = 1
export CORE_AREA = 10 10 70 70
export DIE_AREA = 0 0 80 80
==> /design/flow/constraint.sdc <==
current_design receive_bdeduffy

set clk_period 2.4
set clk_io_pct 0.2

create_clock -name clk0 -period $clk_period [get_ports {clk}]

set non_clock_inputs [all_inputs -no_clocks]
set_input_delay [expr $clk_period * $clk_io_pct] -clock clk0 $non_clock_inputs
set_output_delay [expr $clk_period * $clk_io_pct] -clock clk0 [all_outputs]
==> reports/metrics.cfg <==
[clock_network]
post_cts_buffers=0
clockRootBuffer=clkbuf_4
cts_resized=0
clock_sinks=10
cts_tree=done
cts-htree-levels=1
clk_pin_slew_ps=60
postCtsHoldBufs=0
clockBufferDepth=2
cts_buffers=3

[yosys]
yosysTopAreaCell=dfxtp_1
ff_type=dfxtp_1
netlist_area_sq_um=284.0
ys_ff=10
ys_cells=18
top_cells_by_count=dfxtp_1 (10), xnor2_1 (6), xnor3_1 (1), xor2_1 (1)
area_leaders=dfxtp_1 (70%), xnor2_1 (19%), xnor3_1 (7.9%)
synthCells=18
synth.top_cell.area_share_pct=70.48
synthArstFlopShare_pct=0
edf_count=0
yosys_warnings=2
yosys-stat-area_sq_um=284.0
synthDistinctLibCells=4
ys_seq_share_pct=70.48
synth.avg_cell_area_sq_um=15.78
synthMostInstantiatedCell=dfxtp_1

[job]
maxCapViolCount=0
warnings=25

[route]
drt-total-wl_microns=740
antenna_cells=0
vias=202
first_pass_iters=3
wl_per_cell_microns=8.409
viasPerCell=2.295
ant_nets=0
first_iter_violations=1
drc=0

[power]
peakVddDrop_mv=0.2759
clkPwrFrac_pct=29.3
intPower_w=0.0002941
switching_share_pct=19.05
power.switching_w=0.00006922
combPwrFrac_pct=21.0
leakage_nw=0.2126
finalPower_w=0.0003633
powerDensity_nw_per_um2=632.6
pwr-share-seq_pct=49.8

[critical_path]
slowest_delay_ps=490
worstPathMaxFanout=2
startpoint_type=flip-flop
critical_path_class=reg2out
cp_slowest_cell=clkdlybuf4s50_1
crit_arrival_ps=1820
worst_setup_path_end_kind=output pin
path_cells=xor2_1, xnor3_1, xnor2_1, clkdlybuf4s50_1
worstPathRequired_ps=1920

[sta]
worst_slew_pin_slew_ps=201.8
post-route-worst-setup-slack_ps=104.9
fin_crit_ps=2295
report.final.setup_viol=0
finalCritPeriodShare_pct=95.63
maxSlewViolCount=0
hold_viol_final=0
tns_ps=0
relSlewSlack_pct=86.45
rsz0062_at_grt=no
maxClockFrequency_mhz=435.7

[grt]
overflow=0
antenna_found_initial=0
grt.busiest_layer=met3
grt_pass1_vias=231
use_met3_pct=3.977
use_met1_pct=2.907
grt_max_degree=6
grt_pass1_wl_microns=1055
track_usage_pct=2.283
gr-usage-met2_pct=1.445

[floorplanning]
fp-row-count=21
chipArea_sq_um=6400
initCoreUtil_pct=8.315
die_h_microns=80
ios=22
die_w_microns=80
coreArea_sq_um=3416

[cells_and_area]
largest_reg_flops=10
final_layout_size_suffix_gt1_share_pct=7.143
fin_area_sq_um=574.3
area_growth_pct=102.2
regMostFlops=U4.q_out
reg_top3=U4.q_out x10

[worst_hold_path]
hold_start=data_in[9]
hold_end=U4.q_out[9]
holdPathStages=1
hp-class=in2reg

[run_status]
status=finished clean

[place]
gp_congestion=0.7702
place_area_sq_um=551.8
port-buffer-count=21
place_ws_ps=369.0

critical path, delay by kind of cell, from the launching register on:
family                    cells  cell delay, ps
buffers and inverters         1             490
DFF                           1             340
xor gates and xnor gates      3             730
through the flow:
step	hold WS (ps)	std cells	utilization (%)
after floorplan	507.7	18	-
after CTS	651.2	88	16.81
final	665.4	88	16.81
after global routing	644.6	88	16.81
after global placement	930.2	85	16.15
after detailed placement	931.6	85	16.15
cells in the final DEF (no fill, tap or decap):
master and instances:
xnor2_1 6, clkdlybuf4s50_1 21, dfxtp_1 10, clkbuf_4 3
xor2_1 1, xnor3_1 1
per-layer routing:
metal | wire length (microns) | share of wire (%)
met1 | 376 | 51
met2 | 109 | 15
met3 | 247 | 33
met4 | 7 | 0.95
met5 | 0 | 0
worst max path at each step:
stage / start / to / slack [ps] / cells after the start
after CTS: U4.q_out[5] / data_valid / 70 / 4
after global routing: U4.q_out[5] / data_valid / 10 / 4
final: U4.q_out[5] / data_valid / 100 / 4
logic make-up after synthesis:
family    Yosys count  share of synthesized area [%]
xor+xnor            8                          29.52
flops              10                          70.48
power by group through the flow:
stage	Clock (W)	Sequential, W	Combinational (W)
final	0.000106	0.000181	0.0000761
after CTS	0.000114	0.000181	0.0000785
after global routing	0.000123	0.000182	0.0000823
cell type report:
class | count | area [sq um]
multi-input combinational | 8 | 83.83
fill | 385 | 2841
tap | 46 | 57.56
clock buffer | 3 | 22.52
sequential | 10 | 200.2
timing repair buffer | 21 | 210.2
Power and IR drop assume default switching activity.
