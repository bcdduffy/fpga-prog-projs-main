<file path="flow/config.mk">
export PLATFORM = sky130hd
export DESIGN_NAME = project3bTop
export DESIGN_NICKNAME = project3bTop
export VERILOG_FILES = /design/flow/design.v
export SDC_FILE = /design/flow/constraint.sdc
export NUM_CORES = 4
export LEC_CHECK = 1
export CORE_UTILIZATION = 30
</file>
<file path="flow/design.v">
module buttonpressed(clock, reset, button_in, pulse_out);
	input        clock;			 
	input	       reset;			 
	input        button_in;		 
	output       pulse_out;		 
	reg          pulse_out;
	reg    [1:0] state;			 
	reg    [1:0] next_state;	 
	parameter [1:0] BUTTON_FREE = 2'b00, BUTTON_PRESSED = 2'b01, BUTTON_RELEASED = 2'b10;
	always@(posedge clock or negedge reset) begin
		if(reset == 1'b0)
			state <= BUTTON_FREE;
		else
			state <= next_state;
	end
	always@(state or button_in) begin
		next_state = state;
		case(state)
			BUTTON_FREE: begin
				if(button_in == 1'b0)
					next_state = BUTTON_PRESSED;
			end
			BUTTON_PRESSED: begin
				if(button_in == 1'b1)
					next_state = BUTTON_RELEASED;
			end
			BUTTON_RELEASED: next_state = BUTTON_FREE;
			default: next_state = 2'bxx;
		endcase
	end
	always@(state) begin
		pulse_out = 1'b0;			
		case(state)
			BUTTON_FREE:		pulse_out = 1'b0;
			BUTTON_PRESSED:	pulse_out = 1'b0;
			BUTTON_RELEASED:	pulse_out = 1'b1;
			default:				pulse_out = 1'bx;	
		endcase
	end
endmodule
module fsm16bit(clock, reset, enable, check, mode, direction, value, count);
	input         clock;
	input         reset;
	input         enable;
	input         check;
	input         mode;
	input         direction;
	input   [3:0] value;
	output [15:0] count;
	reg    [15:0] counter_state;
	parameter STUDENT_ID = 16'b0011011110000010;
	always @(posedge clock or negedge reset) begin
		if(reset == 1'b0)
			counter_state <= 16'b0;
		else if(enable) begin
			if (check == 0) begin   				 
				counter_state <= STUDENT_ID;		 
			end
			else begin  					 
				if (mode == 0) begin		 
					if (direction == 0) begin		 
						counter_state <= {counter_state[0], counter_state[15:1]};
					end
					else begin							 
						counter_state <= {counter_state[14:0], counter_state[15]};
					end
				end			
				else begin    
					if (direction == 0) begin		 
						counter_state <= counter_state - value;
					end
					else begin							 
						counter_state <= counter_state + value;
					end
				end
			end
		end
	end
	assign count = counter_state; 
endmodule
module sevensegdecoder_proc_bdeduffy(hex_digit, hex_display);
   input  [3:0] hex_digit;
   output [6:0] hex_display;
   reg [6:0] hex_display;
   always@(hex_digit) begin
        case(hex_digit)
           0:    hex_display = 7'b1000000;
           1:    hex_display = 7'b1111001;
           2:    hex_display = 7'b0100100;
           3:    hex_display = 7'b0110000;
           4:    hex_display = 7'b0011001;
           5:    hex_display = 7'b0010010;
           6:    hex_display = 7'b0000010;
           7:    hex_display = 7'b1111000;
           8:    hex_display = 7'b0000000;
           9:    hex_display = 7'b0010000;
           10:    hex_display = 7'b0001000;
           11:    hex_display = 7'b0000011;
           12:    hex_display = 7'b1000110;
           13:    hex_display = 7'b0100001;
           14:    hex_display = 7'b0000110;
           15:    hex_display = 7'b0001110;
           default: hex_display = 7'b1111111;
        endcase
     end
endmodule
module project3bTop(CLOCK_50, SW, KEY, HEX3, HEX2, HEX1, HEX0, LED);
   input         CLOCK_50;  
   input   [6:0] SW;        
   input   [1:0] KEY;       
   output  [6:0] HEX3;		 
	output  [6:0] HEX2; 
	output  [6:0] HEX1;
	output  [6:0] HEX0;
	output  [6:0] LED;		 
   wire          enable;    
   wire   [15:0] count;     
	assign LED = SW;
	buttonpressed U1(CLOCK_50, KEY[1], KEY[0], enable);
   fsm16bit      U2(CLOCK_50, KEY[1], enable, SW[6], SW[5], SW[4], SW[3:0], count); 
	sevensegdecoder_proc_bdeduffy HEXDEC0(count[3:0], HEX0);
	sevensegdecoder_proc_bdeduffy HEXDEC1(count[7:4], HEX1);
	sevensegdecoder_proc_bdeduffy HEXDEC2(count[11:8], HEX2);
	sevensegdecoder_proc_bdeduffy HEXDEC3(count[15:12], HEX3);
endmodule
</file>
<file path="flow/constraint.sdc">
current_design project3bTop

set clk_period 7.2
set clk_io_pct 0.2

create_clock -name clk0 -period $clk_period [get_ports {CLOCK_50}]

set non_clock_inputs [all_inputs -no_clocks]
set_input_delay [expr $clk_period * $clk_io_pct] -clock clk0 $non_clock_inputs
set_output_delay [expr $clk_period * $clk_io_pct] -clock clk0 [all_outputs]
</file>
<file path="flow/run.sh">
#!/bin/bash
# OpenROAD 26Q1-2900-gdf79404cd8, Yosys 0.63+post, stock flow scripts
make -C /OpenROAD-flow-scripts/flow DESIGN_CONFIG=/design/flow/config.mk WORK_HOME=/design/flow/orfs finish
</file>
==> flow_summary.toml <==
# synthesis and place-and-route metrics
[setup_path]
crit_chain = "clkdlybuf4s50_1, clkdlybuf4s50_1"
crit_top_cell = "clkdlybuf4s50_1"
critical-path-max-stage-delay_ns = 1.06
crit_slowest_cell = "clkdlybuf4s50_1"
path_buffers = 2
cp-end-kind = "output pin"
criticalPathCategory = "primary input to output pin"
worstPathRequired_ns = 5.76
cp-start-kind = "primary input"
cpLargestDelayFamily = "buffers and inverters"
critPathArrivalTime_ns = 3.11
path_max_fanout = 27

[clocking]
ctsHoldBuffers = 0
cts-root-buf = "clkbuf_8"
htreeDepth = 1
ctsResizeCount = 0
cts.sinks = 19
path_clk_slew_ns = 0.07
cts_tree = "yes"
clk_path_buf_depth = 2
worstSkewPairLatency_ns = 0.26
postCtsSetupBuffers = 0
cts_made_buffers = 3

[final_timing]
worst_slew_pin_slew_ns = 0.9005
max_freq_mhz = 219.7
hold_viol = 0
fin_skew_ns = 0.01144
finalCriticalPeriod_ns = 4.551
maxSlewViolCount = 0
finalClockPeriodUsage_pct = 63.20
finalSetupViolCount = 0
whs_ns = 0.4941
relSlewSlack_pct = 39.78
fin_tns_setup_ns = 0
rsz0062_at_grt = "false"

[grt]
grt_pass1_wl_microns = 11100
grt_overflow = 0
grt_usage_pct = 13.88
antenna_found_initial = 0
grt_max_degree = 28
grt_pass1_vias = 2304

[logic_synthesis]
synth_area_sq_um = 2814
ys.flops = 19
synth-main-ff-cell = "dfrtp_1"
yosys.stat.seqShare_pct = 16.94
synth_cell_types = 51
yosysWarnings = 3
synth_cells = 358
synth.area.top_cells = "ha_1 19%, dfrtp_1 16%, mux2i_1 7.5%"
yosys.area.top_type_share_pct = 18.67
top_area_cell = "ha_1"
async_flop_share_pct = 100.0
avgSynthCellArea_sq_um = 7.860
ys_area_sq_um = 2814
ys_cells = 358
edf_count = 0

[floorplan]
die_area_sq_um = 9771
rows = 34
die_height_microns = 98.85
pin_count = 45
coreArea_sq_um = 8891
fp.dieW_microns = 98.85
initCoreUtil_pct = 31.65

[cells_and_area]
drive_above_1_share_pct = 6.562
utilization_pct = 37.32
syn2layout_area_growth_pct = 17.92
stdcell_area_sq_um = 3318
fillers = 892

[route]
vias_per_cell = 5.186
drt_iter0_drc = 199
drtAntennaViolNets = 0
vias = 2536
wl_per_cell_microns = 13.17
drt_pass1_iterations = 4
n_antenna_cell = 0
drcViolationCount = 0
drt_wl_total_microns = 6439

[placed_design]
place_congestion = 0.8964
place_area_sq_um = 3273
dp_hpwl_microns = 4657
place.port_buffers = 44

[power_and_ir_drop]
p_leak_uw = 0.001480
cellPowerDensity_nw_per_um2 = 383.6
ir_drop_mv = 0.1434

[outcome]
status = "completed"

[run]
cap_violations = 0
warning_count = 46

[min_path]
hold_class = "flip-flop to flip-flop"
layout by cell type (no fill, tap or decap), types with 10 or more instances in the layout:
master	synthesis	routed
ha_1	42	42
a21oi_1	36	36
mux2i_1	21	21
nand2_1	27	27
clkdlybuf4s50_1	0	44
o22ai_1	10	10
inv_1	19	19
nor2_1	33	33
o21ai_0	25	25
dfrtp_1	18	18
power by group:
part	leakage, uW	switching [uW]	internal, uW
clock network	0.0000228	38.7	39.4
logic	0.00123	388	533
registers	0.000226	130	145
cell type report:
type	count	area [sq um]	share of cell area, %
multi-input cells	292	2127	64.10
well taps	108	135.1	4.072
flip-flops and latches	19	476.7	14.37
inverters	19	71.32	2.149
clock buffers	4	45.04	1.357
repair buffers	47	462.9	13.95
synth_stat cells, types with 7 or more instances:
| cell type | count |
|---|---|
| nand2_1 | 27 |
| buf_4 | 7 |
| a21oi_1 | 36 |
| nor2_1 | 33 |
| a21o_1 | 9 |
| o22ai_1 | 10 |
| nor2b_1 | 7 |
| ha_1 | 42 |
| clkbuf_1 | 11 |
| o21ai_0 | 25 |
| mux2i_1 | 21 |
| xor2_1 | 7 |
| inv_1 | 19 |
| mux2_2 | 7 |
| dfrtp_1 | 18 |
through the flow:
step,total power [uW],std cells,setup WS (ns)
2_1_floorplan,837.3,358,3.448
3_3_place_gp,1193,485,2.661
3_5_place_dp,1193,485,2.625
4_1_cts,1282,489,2.644
5_1_grt,1425,489,2.521
6_report,1273,489,2.649
routing by layer:
layer,track usage (%),share of wire [%],vias up
li1,-,-,1330
met1,22.46,53,1144
met2,20.44,42,58
met3,1.948,4.5,4
met4,1.148,0.85,0
met5,0,0,-
logic make-up after synthesis:
group	share of synthesized area, %
muxes	11.87
DFF	16.94
xor gates and xnor gates	4.046
buffers and inverters	7.470
AOI/OAI and AO/OA	24.90
adders and majority gates	19.39
and+or+nand+nor	15.39
path summary, 6_finish.rpt:
check | start | to | slack (ns) | cells after the start
worst min register to register | U1.state[2]$_DFF_PN0_ | U1.state[1]$_DFF_PN0_ | 0.49 | 1
worst max register to register | U2.counter_state[0]$_DFFE_PN0P_ | U2.counter_state[12]$_DFFE_PN0P_ | 4.88 | 8
worst min-delay path | U1.state[2]$_DFF_PN0_ | U1.state[1]$_DFF_PN0_ | 0.49 | 1
max in group asynchronous | KEY[1] | U1.state[0]$_DFF_PN1_ | 5.39 | 2
min in group asynchronous | KEY[1] | U2.counter_state[15]$_DFFE_PN0P_ | 1.52 | 2
worst max-delay path | SW[5] | LED[5] | 2.65 | 2
sequential cells by signal, summed over array words and instances (netlist names):
register,count
U2.counter_state,16
U1.state,3
Power is estimated from default activity; no workload was simulated.
