==> flow/design.v <==
`timescale 1ns/100ps
module counter9bit_bdeduffy (enable, clear, clk, count);
   input        enable;		 
   input        clear;		 
   input        clk;		 
   output [8:0] count;		 
   reg    [8:0] count;		 
   parameter CLRDEL = 10;	 
   parameter CLKDEL = 15;	 
   always @(posedge clk or posedge clear) begin  
      if(clear)
         count <= #CLRDEL 4'b0;
      else begin
         if(enable) begin
            if(count == 9'd511)
               count <= #CLKDEL 9'b000000000;
            else
               count <= #CLKDEL count + 9'd1;
         end
      end
   end
endmodule
`timescale 1ns/100ps
module hc280_bdeduffy(data_in, even, odd);
   input  [8:0] data_in;
   output       even, odd;
   wire  out;
   assign out = data_in[0] + data_in[1] + data_in[2] + data_in[3] + data_in[4] + data_in[5] + data_in[6] + data_in[7] + data_in[8]; 
   assign even = ~out;
   assign odd = out;
   specify
   (data_in *> even) = (20);
   (data_in *> odd) = (23);
   endspecify
endmodule
module register10bit_bdeduffy(clk, d_in, q_out); 
   input        clk;
   input  [9:0] d_in; 
   output [9:0] q_out; 
   reg    [9:0] q_out;		 
   always @(posedge clk) begin  
      q_out <= d_in;
   end
endmodule
module transmit_bdeduffy(clk, enable, clear, data_out);
   input        clk, enable, clear;
   output [9:0] data_out;
   wire [8:0] ctr_out;
   wire even, odd;
   wire [9:0] reg_in;
   counter9bit_bdeduffy          U1(enable, clear, clk, ctr_out);
   hc280_bdeduffy                U2(ctr_out, even, odd);
   assign reg_in = {odd, ctr_out};
   register10bit_bdeduffy U3(clk, reg_in, data_out);
endmodule
==> flow/run.sh <==
#!/bin/bash
# OpenROAD 26Q1-2900-gdf79404cd8, Yosys 0.63+post, stock flow scripts
make -C /OpenROAD-flow-scripts/flow DESIGN_CONFIG=/design/flow/config.mk WORK_HOME=/design/flow/orfs finish
==> flow/config.mk <==
export PLATFORM = sky130hd
export DESIGN_NAME = transmit_bdeduffy
export DESIGN_NICKNAME = transmit_bdeduffy
export VERILOG_FILES = /design/flow/design.v
export SDC_FILE = /design/flow/constraint.sdc
export NUM_CORES = 4
export LEC_CHECK = 1
export CORE_AREA = 10 10 91 91
export DIE_AREA = 0 0 101 101
==> flow/constraint.sdc <==
current_design transmit_bdeduffy

set clk_period 1.6
set clk_io_pct 0.2

create_clock -name clk0 -period $clk_period [get_ports {clk}]

set non_clock_inputs [all_inputs -no_clocks]
set_input_delay [expr $clk_period * $clk_io_pct] -clock clk0 $non_clock_inputs
set_output_delay [expr $clk_period * $clk_io_pct] -clock clk0 [all_outputs]
==> run summary <==
run results: status finished clean, vias in the first global route between 600 and 700, vias per cell roughly 3.5, Die Wd between 100 and 150 um, Power Internal 1.32 mW, most frequent CP cell ha_2, Clk pwr share between 10% and 20%, overall overflow remaining after global route 0, Final setup violation count 0, logic area ~340 um^2, Syn. warnings 2, Port-buffer cells 12, vias between 600 and 700, 1st-iter DRT viols 44, # rows 29, CP required between 1500 and 2000 ps, reg-to-reg startpoint U1.count[0]$_DFFE_PP0P_, sequential power share between 30% and 40%, Synth flops 19, Multiplexer share 4.17%, fp_density 12.3%, cell area after synthesis 779 um^2, reg2reg end U1.count[0]$_DFFE_PP0P_, Tool Warnings 26, Routed WL per cell 10.4 um, post-synth tally of flip-flops with integrated enable 0, worst hold path type input pin to asynchronous set/reset pin, CP Launch Point U1.count[0]$_DFFE_PP0P_, P&R area growth vs syn 47.0%, crit-path cells ha_2 > nand4_1 > nor2_2 > ha_2 > buf_2 > nor2_1 > mux2_2, placed cell areas between 0.001 and 0.0015 mm^2, antenna cell count 0, Worst Path Max Fanout 5, Most common reg cell dfxtp_1, Max VDD drop about 700 uV, Unique cell types 28, yosys adder share between 3 and 4%, Avg Synthesized Cell Area roughly 11 um^2, CTS buffer count 3, R2R cell count 7, clock skew between 2 and 3 ps, Worst-Margin Slew roughly 360 ps, I/O Pins 13, remaining routing DRC violations 0, finished layout cell area ~0.0011 mm^2, Die ar. 0.0102 mm^2, Logic pwr share between 40% and 50%, Reg2Reg Setup Slack 70 ps, Fillers approximately 670, max-cap violations 0, Inst Count DP between 150 and 200, first-pass GRT wire length a little over 3000 um, Seq share, synth between 50% and 60%, cell count listed in synth_stat.txt around 73, later-pin clock latency in the skew report 250 ps, ys async rst share 47.4%, aoi/oai-family share of the synthesized area 10.9%, kind of critical path flip-flop to flip-flop, P_sw around 0.57 mW, Fin Hold WS around 330 ps, clock slew at reported path FFs about 70 ps, Clock Sinks 19, yosys synthesis chip area just under 800 um^2, Die Ht 101 um, register area about 430 um^2, drt first pass iters 4, minimum clock period 1530 ps, slowest stage cell, crit path dfrtp_1, Routability Congestion ~0.9, Crit. End Element flip-flop, XOR/XNOR Fraction of Synth Area under 10%, Dominant comb cell simple AND/OR/NAND/NOR gates, CP max stage delay approximately 360 ps, Tcrit/Tclk final a little over nine tenths, fin cells between 150 and 200, final slew viol count 0, critical path arrival ~1700 ps, total track usage ~3.6%, and+or+nand+nor area frac ~16%, Sw Share 30.3%, initial antenna violation count 0, Max Root-Sink Buffers 2, Mapped Cells around 73, layout cell share with drive strength beyond 1 between 20 and 30%, pwr dens about 1700 mW/mm^2, Root Buffer clkbuf_8, Peak Freq 0.652 GHz, Slew Limit Headroom 76.0%, dpl hpwl 1360 um, ANT nets after route 0, # H-tree levels 1, CTS tree yes, largest net degree at the start of global routing 12, setup TNS 0 ps, core footprint between 0.006 and 0.007 mm^2, P_leak between 0.4 and 0.5 nW, Hold Vio Cnt, Final 0, RSZ-0062 raised after global routing true, final wirelength 1840 um, CP Launch Type flip-flop
-- routing by layer --
metal	GRT usage [%]	routed length, um	vias to the layer above
li1	-	-	309
met1	5.46	966	277
met2	4.82	739	24
met3	1.32	119	2
met4	0.429	14	0
met5	0	0	-
-- critical path, delay by kind of cell (launching register included) --
family / cells / cell delay, ps
flip-flops: 1 / 360
multiplexers: 1 / 260
AND/OR/NAND/NOR: 3 / 280
adder cells (fa/ha/maj): 2 / 370
buffers and inverters: 1 / 160
-- synthesized netlist by cell type (all sizes together), types with 3 or more instances --
cell type | count | area share (%)
buf | 3 | 2.2
dfrtp | 9 | 29
xnor2 | 6 | 6.7
nand4 | 4 | 3.2
dfxtp | 10 | 26
nand2 | 8 | 3.9
o21ai | 6 | 3.9
-- what timing repair did --
action,CTS,global route
hold buffers,0,0
buffers inserted,0,2
endpoints found under the setup margin,0,8
resized,0,5
-- final cells by class --
cell class / instances / area share [%]
clock buffer: 3 / 3.60
tap: 77 / 8.41
inverter: 2 / 0.655
timing repair buffer: 26 / 19.8
sequential: 19 / 37.1
multi-input combinational: 49 / 30.0
clock inverter: 1 / 0.437
-- flip-flops by register name (all words and copies together) (netlist names) --
name / count
U3.q_out: 10
U1.count: 9
-- through the flow --
step | utilization [%] | power, mW | setup WS (ps)
final | 18.0 | 1.89 | 67.4
after detailed placement | 16.8 | 1.56 | -7.66
after global placement | 16.8 | 1.56 | 15.0
after CTS | 17.5 | 1.89 | 24.1
after floorplan | - | 1.14 | 18.6
after global routing | 18.0 | 2.05 | -35.8
-- how the worst max path moves through the flow --
stage	cells after the start	slack [ps]	end
finish	7	70	U1.count[0]$_DFFE_PP0P_
global route	8	-40	U1.count[6]$_DFFE_PP0P_
CTS	8	20	U1.count[3]$_DFFE_PP0P_
-- power by group through the flow --
| stage | Clock [mW] | Sequential (mW) | Combinational (mW) |
|---|---|---|---|
| 4_1_cts | 0.342 | 0.711 | 0.842 |
| 5_1_grt | 0.363 | 0.720 | 0.962 |
| 6_report | 0.325 | 0.708 | 0.859 |
-- cells by family (layout without fill, tap and decap cells) --
group                      count (synthesis)  in the layout
buffers and inverters                      5             32
and+or+nand+nor                           23             23
muxes                                      3              3
DFF                                       19             19
xor gates and xnor gates                   7              7
adders and majority gates                  2              2
AOI/OAI and AO/OA                         14             14
-- placed cells by master, fill, tap and decap left out, drive strengths merged, types with 3 or more instances in the layout --
cell type      instances
buf                   14
clkdlybuf4s50         12
dfxtp                 10
dfrtp                  9
nand2                  8
xnor2                  6
o21ai                  6
nand4                  4
clkbuf                 3
Power is estimated from default activity; no workload was simulated.
